[./config.mk]
export PLATFORM = sky130hd
export DESIGN_NAME = send_top
export DESIGN_NICKNAME = send_top
export VERILOG_FILES = /design/flow/design.v
export SDC_FILE = /design/flow/constraint.sdc
export NUM_CORES = 4
export LEC_CHECK = 1
export CORE_UTILIZATION = 50
[./constraint.sdc]
current_design send_top

set clk_period 5.2
set clk_io_pct 0.2

create_clock -name clk0 -period $clk_period [get_ports {clk}]

set non_clock_inputs [all_inputs -no_clocks]
set_input_delay [expr $clk_period * $clk_io_pct] -clock clk0 $non_clock_inputs
set_output_delay [expr $clk_period * $clk_io_pct] -clock clk0 [all_outputs]
[./design.v]
`timescale 1ns/1ps
module clk_div #(
    parameter CPU_F = 800
)(
    input  logic clk,
    output logic clk_out
);
    localparam div_num = 100000000 / CPU_F;
    logic [31:0] num = 0;
    always_ff @(posedge clk) begin
        if(num == div_num)begin
            num     <= 0;
            clk_out <= 1;
        end
        else begin
            num     <= num + 1;
            clk_out <= 0;
        end
    end
endmodule
`timescale 1ns/1ps
module send_top(
    input  logic           clk,
    input  logic           rst,
    input  logic [31:0]    send_f,
    input  logic           trans_ack,
    output logic           txd,
    output logic           done
);
    logic [31:0] send_data;
    always_ff @(posedge clk) begin
        if(~rst)begin
            send_data <= 0;
        end
        else begin
            send_data <= send_f;
        end
    end
    logic clk_9600;
    clk_div #(9600) div0(
        .clk(clk),
        .clk_out(clk_9600)
    );
    uart32 send0(
        .data_in(send_data),
        .send_clk(clk_9600),
        .rst(rst),
        .trans_ack(trans_ack),
        .txd(txd),
        .done(done)
    );
endmodule
`timescale 1ns/1ps
module uart32(
    input  logic [31:0] data_in,
    input  logic        send_clk,    
    input  logic        rst,
    input  logic        trans_ack,
    output logic        txd,
    output logic        done
);
    localparam NUMBER = 37;
    localparam IDLE = 0;
    localparam START = 1;
    localparam SENDING = 2;
    localparam END = 3;
    logic [3:0] cur_state, nxt_state;
    logic [6:0] count;
    logic [31:0] send_data_sample;
    always_ff @(posedge send_clk) begin
        if(~rst)begin
            cur_state <= IDLE;
        end
        else begin
            cur_state <= nxt_state;
        end
    end
    always_comb begin
        nxt_state = cur_state;   
        case(cur_state)
            IDLE    : if(trans_ack)begin nxt_state = START;end
            START   : nxt_state = SENDING;
            SENDING : if(count == NUMBER)begin nxt_state = END;end
            END     : if(trans_ack)begin nxt_state = START;end
            default : nxt_state = IDLE;
        endcase
    end
    always_ff @(posedge send_clk) begin
        if (cur_state == START) begin
            send_data_sample <= data_in;
        end
    end
    always_ff @(posedge send_clk) begin
        if(cur_state == SENDING)begin
            count <= count + 1;
        end
        else if (cur_state == IDLE | cur_state == END) begin
            count <= 0;
        end
    end
    always_ff @(posedge send_clk) begin
        if(cur_state == START)begin
            txd <= 0;
        end
        else if (cur_state == SENDING) begin
            case(count)
                0 : txd <= send_data_sample[24];	 
				1 : txd <= send_data_sample[25];	
				2 : txd <= send_data_sample[26];	
				3 : txd <= send_data_sample[27];	
				4 : txd <= send_data_sample[28];
				5 : txd <= send_data_sample[29];
				6 : txd <= send_data_sample[30];
				7 : txd <= send_data_sample[31];	
				8 : txd <= 1'b1;	         
				9:  txd <= 1'b0; 	     
				10: txd <= send_data_sample[16];	 
				11: txd <= send_data_sample[17];	
				12: txd <= send_data_sample[18];	
				13: txd <= send_data_sample[19];	
				14: txd <= send_data_sample[20];	
				15: txd <= send_data_sample[21];	
				16: txd <= send_data_sample[22];	
				17: txd <= send_data_sample[23];	
				18: txd <= 1'b1;	         
				19: txd <= 1'b0; 	     
				20: txd <= send_data_sample[8];	 
				21: txd <= send_data_sample[9];	
				22: txd <= send_data_sample[10];	
				23: txd <= send_data_sample[11];	
				24: txd <= send_data_sample[12];
				25: txd <= send_data_sample[13];
				26: txd <= send_data_sample[14];
				27: txd <= send_data_sample[15];	
				28: txd <= 1'b1;	         
				29: txd <= 1'b0; 	     
				30: txd <= send_data_sample[0];	 
				31: txd <= send_data_sample[1];	
				32: txd <= send_data_sample[2];	
				33: txd <= send_data_sample[3];	
				34: txd <= send_data_sample[4];
				35: txd <= send_data_sample[5];
				36: txd <= send_data_sample[6];
				37: txd <= send_data_sample[7];	
				default: txd <= 1'b1;
            endcase
        end
        else if (cur_state == END) begin
            txd <= 1;
        end
        else begin
            txd <= 1;
        end
    end
    always_ff @(posedge send_clk) begin
        if (nxt_state == END) begin
            done <= 1;
        end
        else begin
            done <= 0;
        end
    end
endmodule
[./run.sh]
#!/bin/bash
# OpenROAD 26Q1-2900-gdf79404cd8, Yosys 0.63+post, stock flow scripts
make -C /OpenROAD-flow-scripts/flow DESIGN_CONFIG=/design/flow/config.mk WORK_HOME=/design/flow/orfs finish
==> flow_metrics.tcl <==
# collected from the flow reports
set metrics [dict create \
    yosys.area.top_type "dfxtp_1" \
    drc 0 \
    period_needed_ns 1.87 \
    tool_warnings 30 \
    fmax_ghz 0.535 \
    reg2reg_slack_ns 3.33 \
    setup_viol 0 \
    totalPowerFinal_w 0.00108 \
    reg2reg_from "div0.num[2]" \
    reg2reg_depth 5 \
    finalCritPeriodShare_pct 36.0 \
    antennaDiodeCount 0 \
    drive_above_1_share_pct 7.97 \
    combPwrFrac_pct 3.6 \
    htree_levels 3 \
    synth_flops 112 \
    vias_per_cell 5.20 \
    p_leak_nw 1.89 \
    fp-utilization_pct 51.4 \
    min_path_type "flop to flop" \
    rsz0062_at_grt "false" \
    die-height_um 96.7 \
    finalSetupTns_ns 0 \
    tightestPinTransition_ns 0.726 \
    ys_warn_count 3 \
    grt_pass1_wl_mm 13.0 \
    vdd_drop_max_v 0.000179 \
    crit_arrival_ns 2.14 \
    critPathMaxFanout 5 \
    yosys_cells 398 \
    top_cell_area_share_pct 32.6 \
    postSynthSeqShare_pct 58.7 \
    ant_nets 0 \
    timing.final.hold_violations 0 \
    routabilityCongestion 0.907 \
    cts_tree "built" \
    wl_mm 7.75 \
    power_frac_seq_pct 48.2 \
    syn_avg_cell_area_um2 11.3 \
    port_buffers 36 \
    syn_to_final_growth_pct 15.7 \
    cts-resized-gates 0 \
    synthFlopType "dfxtp_1" \
    met1_length_mm 3.49 \
    lay_top_cells "dfxtp_1, edfxtp_1, and2_1" \
    unclocked_pins 47 \
    critPathCapture "div0.num[31]" \
    maxCapViolCount 0 \
    grt_pass1_vias 2729 \
    p_sw_w 0.000209 \
    topCellsByArea "dfxtp_1, edfxtp_1, and2_1" \
    crit_required_ns 5.47 \
    edf_count 39 \
    route.met3.wl_um 300 \
    powerDensity_nw_per_um2 207 \
    worstSetupEndpointType "flop" \
    wl_met2_mm 3.91 \
    cts_hold_buffers 0 \
    async_flop_share_pct 0 \
    power.internal_w 0.000866 \
    layout_setup_ws_ns 3.33 \
    wl_per_cell_um 14.2 \
    p_sw_share_pct 19.5 \
    drv_slew 0 \
    chip_area_um2 9350 \
    insertion_delay_ns 0.33 \
    cts_root_buf "clkbuf_8" \
    cts_buffers 9 \
    grt_max_degree 48 \
    clock_skew_ns 0.0124 \
    yosys-stat-area_um2 4490 \
    top_layer_used "met4" \
    grt_antenna_before_repair 0 \
    via_count 2843 \
    clock_power_share_pct 48.2 \
    syn_inst 398 \
    status "complete, no violations" \
    synth.distinct_cells 59 \
    clockBufferDepth 2 \
    fp.dieW_um 96.7 \
    clkTransAtPathRegs_ns 0.08 \
    crit_path_start_kind "flop" \
    pin_count 37 \
    first_pass_iters 4 \
    r2r-end "div0.num[31]" \
    dpl.hpwl_mm 5.41 \
    lay_top_count "dfxtp_1" \
    place_ws_ns 3.17 \
    post_synth_instance_area_um2 4490 \
    fp-row-count 34 \
    grt.total_usage_pct 18.0 \
    postCtsSetupBuffers 0 \
    gr-total-overflow 0 \
    untimed_endpoints 88 \
    initialDrtViolationCount 104 \
    coreArea_um2 8720 \
    relSlewSlack_pct 51.6 \
    startpoint "div0.num[2]" \
    crit_type "flop to flop" \
]
-- cells in the mapped netlist (all sizes together) (8+ instances only) --
| cell | instances |
|---|---|
| inv | 13 |
| nor2b | 8 |
| dfxtp | 73 |
| xor2 | 14 |
| nor2 | 28 |
| nand2 | 27 |
| and2 | 38 |
| o21ai | 12 |
| nand3 | 14 |
| xnor2 | 21 |
| edfxtp | 39 |
| nor3 | 8 |
| clkbuf | 8 |
| nor4 | 9 |
-- routing by layer --
metal  up-vias  track usage [%]
met3         4             3.16
met1      1327             27.4
met4         0             2.41
li1       1469                -
met2        43             29.5
met5         -                0
-- how the worst min path moves through the flow --
stage | start | end | slack (ns) | cells past startpoint
4_1_cts | div0.num[31] | div0.num[31] | 0.47 | 1
5_1_grt | div0.num[31] | div0.num[31] | 0.49 | 1
6_report | div0.num[31] | div0.num[31] | 0.47 | 1
-- cell type report --
cell class                      count  area [µm²]
Clock buffer                       10         128
Clock inverter                      6         115
Fill cell                         733        3530
Inverter                           13        48.8
Multi-Input combinational cell    258        1740
Sequential cell                   112        2630
Tap cell                          108         135
Timing Repair Buffer               40         390
-- flip-flops by register name, summed over array words and instances, names as in the netlist, named ones only --
name                    flops
div0.num                   32
send0.send_data_sample     32
send_data                  32
send0.count                 7
send0.cur_state             4
div0.clk_out                1
send0.done                  1
send0.txd                   1
-- through the flow --
| step | cells | cell area (µm²) | util, % | hold slack [ns] |
|---|---|---|---|---|
| after floorplan | 398 | 4490 | - | 0.430 |
| final | 547 | 5190 | 59.5 | 0.468 |
| after CTS | 547 | 5190 | 59.5 | 0.468 |
| after global routing | 547 | 5190 | 59.5 | 0.492 |
| after global placement | 531 | 4950 | 56.7 | 0.444 |
| after detailed placement | 531 | 4950 | 56.7 | 0.452 |
-- logic make-up (layout without fill, tap and decap cells) --
family                     count (synthesis)  count (layout)  share of synthesized area [%]
AOI/OAI and AO/OA                         46              46                           7.14
xor gates and xnor gates                  35              35                           6.83
adders and majority gates                  7               7                           1.95
buffers and inverters                     28              69                           2.48
DFF                                      112             112                           58.7
muxes                                      7               7                           1.65
and+or+nand+nor                          163             163                           21.3
-- worst max-delay path, cell delays in order (launching register included) --
cell and delay [ns]:
dfxtp_1 0.44, nand3_1 0.25, nor3_4 0.30, or4b_4 0.54, nor2_2 0.14, xor2_1 0.15
-- power by group through the flow --
stage / clock [W] / combinational (W) / sequential (W)
finish: 0.000519 / 0.0000384 / 0.000518
CTS: 0.000534 / 0.0000396 / 0.000518
global route: 0.000561 / 0.0000426 / 0.000519
Power figures rest on the tool's default switching activity, not on a simulated workload.
