--- ./design.v ---
`timescale 1ns/1ps
module send(
    input [31:0] data_o,
    input        send_clk,
    input        rst,
    input        trans_ack,
    output reg   txd,
    output reg   done
);
    localparam IDLE = 0;
    localparam START = 1;
    localparam SENDING = 2;
    localparam END = 3;
    reg [3:0] cur_st,nxt_st;
    reg [6:0] count;
    reg [31:0] send_data_sample;
    always @(posedge send_clk) begin
        if(rst == 0)begin
            cur_st <= IDLE;
        end
        else begin
            cur_st <= nxt_st;
        end
    end
    always @(*) begin
        nxt_st = cur_st;
        case(cur_st)
            IDLE    : if(trans_ack)begin nxt_st = START;end
            START   : nxt_st = SENDING;
            SENDING : if(count == 37)begin nxt_st = END;end
            END     : if(trans_ack)begin nxt_st = START;end
            default : nxt_st = IDLE;
        endcase
    end
    always @(posedge send_clk) begin
        if(cur_st == START)begin
            send_data_sample <= data_o;
        end
    end
    always @(posedge send_clk) begin
        if(cur_st == SENDING)begin
            count <= count + 1;
        end
        else if (cur_st == IDLE | cur_st == END) begin
            count <= 0;
        end
    end
    always @(posedge send_clk) begin
        if(cur_st == START)begin
            txd <= 0;
        end
        else if (cur_st == SENDING) begin
            case(count)
                        0 : txd <= send_data_sample[24];	 
						1 : txd <= send_data_sample[25];	
						2 : txd <= send_data_sample[26];	
						3 : txd <= send_data_sample[27];	
						4 : txd <= send_data_sample[28];
						5 : txd <= send_data_sample[29];
						6 : txd <= send_data_sample[30];
						7 : txd <= send_data_sample[31];	
						8 : txd <= 1'b1;	         
						9: txd <= 1'b0; 	     
						10: txd <= send_data_sample[16];	 
						11: txd <= send_data_sample[17];	
						12: txd <= send_data_sample[18];	
						13: txd <= send_data_sample[19];	
						14: txd <= send_data_sample[20];	
						15: txd <= send_data_sample[21];	
						16: txd <= send_data_sample[22];	
						17: txd <= send_data_sample[23];	
						18: txd <= 1'b1;	         
						19: txd <= 1'b0; 	     
						20: txd <= send_data_sample[8];	 
						21: txd <= send_data_sample[9];	
						22: txd <= send_data_sample[10];	
						23: txd <= send_data_sample[11];	
						24: txd <= send_data_sample[12];
						25: txd <= send_data_sample[13];
						26: txd <= send_data_sample[14];
						27: txd <= send_data_sample[15];	
						28: txd <= 1'b1;	         
						29: txd <= 1'b0; 	     
						30: txd <= send_data_sample[0];	 
						31: txd <= send_data_sample[1];	
						32: txd <= send_data_sample[2];	
						33: txd <= send_data_sample[3];	
						34: txd <= send_data_sample[4];
						35: txd <= send_data_sample[5];
						36: txd <= send_data_sample[6];
						37: txd <= send_data_sample[7];	
					 	default: txd <= 1'b1;
            endcase
        end
        else if (cur_st == END) begin
            txd <= 1;
        end
        else begin
            txd <= 1;
        end
    end
    always @(posedge send_clk) begin
        if (nxt_st == END) begin
            done <= 1;
        end
        else begin
            done <= 0;
        end
    end
endmodule
--- ./config.mk ---
export PLATFORM = sky130hd
export DESIGN_NAME = send
export DESIGN_NICKNAME = send
export VERILOG_FILES = /design/flow/design.v
export SDC_FILE = /design/flow/constraint.sdc
export NUM_CORES = 4
export LEC_CHECK = 1
export CORE_UTILIZATION = 40
--- ./constraint.sdc ---
current_design send

set clk_period 2.5
set clk_io_pct 0.2

create_clock -name clk0 -period $clk_period [get_ports {send_clk}]

set non_clock_inputs [all_inputs -no_clocks]
set_input_delay [expr $clk_period * $clk_io_pct] -clock clk0 $non_clock_inputs
set_output_delay [expr $clk_period * $clk_io_pct] -clock clk0 [all_outputs]
--- ./run.sh ---
#!/bin/bash
# OpenROAD 26Q1-2900-gdf79404cd8, Yosys 0.63+post, stock flow scripts
make -C /OpenROAD-flow-scripts/flow DESIGN_CONFIG=/design/flow/config.mk WORK_HOME=/design/flow/orfs finish
==> summary.txt <==
flow finished, numbers: outcome=finished clean, WL/cell=14.3 µm, I/O pins=37, Residual DRC=0, Yosys cell types=51, share of post-route cells with drive strength above 1=0.0822, Core Region=5240 µm², All-Layer GR Usage=0.155, unrepaired setup endpoints after global routing=no, initial antenna violation count=0, Final period util=0.816, netlist area before placement=2230 µm², Latency at later pin=0.29 ns, vias in the first global route=1439, largest net degree at the start of global routing=36, startpoint class of the critical path=flop, CTS tree=yes, post-CTS sizing=0, final hold violations=0, CTS root buffer=clkbuf_8, cts hold-fix bufs=0, Antenna Cells=0, Post-Route Skew=0.00349 ns, via count=1517, YS chip area=2230 µm², VDD IR max=0.356 mV, Pre-antenna DRT Iters=4, die area=5890 µm², ys cells=183, fillers=443, clk buf depth=2, CP Max Fanout=12, final setup TNS=0 ns, setup bufs post-CTS=0, worst hold path class=flop to flop, r2r setup slk=0.46 ns, Synth Instances=183, syn_area_per_cell=12.2 µm², Starting DRT DRC Count=178, die width=76.7 µm, most instantiated logic cell after routing=edfxtp_1, PD cells=595 nW/µm², register area share after synthesis=0.596, GRT Residual Overflow=0, Reg clk slew, reported paths=0.08 ns, HPWL Detailed=2.83 mm, FP Util=0.426, H-tree depth=2, CP Capture Type=flop, TritonCTS Buffers=5, Required @ worst endpoint=2.66 ns, Final Max Tran Viols=0, top_reg_cell synth=edfxtp_1, worst slew pin tran=0.679 ns, first-pass GRT wire length=6.96 mm, Log Warnings=28, Routability Congestion=0.850, PortBufs=36, Fmax achieved=490 MHz, Inst Count DP=281, Post-DRT Antenna Nets=0, Final Non-Filler Cells=289, min cycle time layout=2.04 ns, number of synthesized flops with an enable pin=39, DR vias/cell=5.25, Leak Pwr=0.923 nW, Synth flops=47, CP Class=flop to flop, clk sinks=47, Yosys Warn Count=1, Top cells excl fill/tap=edfxtp_1 (39), clkdlybuf4s50_1 (36), a21oi_1 (12), ys async rst share=0, die height=76.7 µm, Slew HR=0.547, Setup violations, final=0, Max Cap Viol=0, final wirelength=4.15 mm, row cnt=26, synth-to-layout area growth=20.9%, crit path DAT=2.21 ns
-- path summary, 6_finish.rpt --
check / start / endpoint / cells after the start
worst max-delay path: count[0] / txd / 8
worst min-delay path: cur_st[0] / cur_st[0] / 2
worst max register to register: count[0] / txd / 8
worst min register to register: cur_st[0] / cur_st[0] / 2
-- metrics by stage --
step / area [µm²] / hold WS [ns] / utilization / power, mW / setup slack (ns)
after floorplan: 2230 / 0.451 / - / 1.10 / 0.693
final: 2700 / 0.494 / 0.516 / 1.61 / 0.459
after global placement: 2620 / 0.469 / 0.499 / 1.18 / 0.582
after detailed placement: 2620 / 0.481 / 0.499 / 1.19 / 0.511
after global routing: 2700 / 0.539 / 0.516 / 1.70 / 0.298
after CTS: 2700 / 0.492 / 0.516 / 1.62 / 0.491
-- synth_stat cells (5+ instances only) --
| library cell | instances | area share |
|---|---|---|
| a22oi_1 | 6 | 0.020 |
| and2_1 | 6 | 0.017 |
| a21oi_1 | 12 | 0.027 |
| nand2_1 | 10 | 0.017 |
| dfxtp_1 | 8 | 0.072 |
| nor2_1 | 7 | 0.012 |
| edfxtp_1 | 39 | 0.52 |
| buf_2 | 5 | 0.011 |
| inv_1 | 8 | 0.013 |
| a31oi_1 | 6 | 0.017 |
| nand3_1 | 5 | 0.011 |
| o21ai_0 | 8 | 0.018 |
-- metal layers --
metal  vias to the layer above  part of all wire  track usage
met5                         -                 0            0
met4                         0            0.0058       0.0135
met3                         2             0.070       0.0484
met2                        62              0.45        0.216
met1                       700              0.48        0.264
li1                        753                 -            -
-- flip-flops by register name, summed over array words and instances, names as in the netlist, named ones only --
signal and cells:
send_data_sample 32, count 7, cur_st 4, done 1, txd 1
-- logic make-up (layout without fill, tap and decap cells) --
kind of cell | count (synthesis) | in the layout | share of synthesized area
AND-OR/OR-AND | 51 | 51 | 0.148
buffers and inverters | 20 | 56 | 0.0566
adder cells (fa/ha/maj) | 4 | 4 | 0.0224
flip-flops | 47 | 47 | 0.596
AND/OR/NAND/NOR | 50 | 50 | 0.128
multiplexers | 5 | 5 | 0.0246
XOR/XNOR | 6 | 6 | 0.0235
-- final cells by class --
type | count | area, µm² | share of cell area
Clock buffer | 6 | 72.6 | 0.0269
Clock inverter | 2 | 12.5 | 0.00463
Inverter | 8 | 30.0 | 0.0111
Multi-Input combinational cell | 116 | 776 | 0.287
Sequential cell | 47 | 1330 | 0.493
Tap cell | 70 | 87.6 | 0.0324
Timing Repair Buffer | 40 | 390 | 0.145
-- worst max-delay path, cell delays in order, from the launching register on --
cell,delay [ns]
edfxtp_1,0.48
inv_1,0.12
ha_1,0.49
mux2i_1,0.15
a21oi_1,0.16
o32a_1,0.15
o21ai_0,0.07
a31oi_1,0.20
a31oi_1,0.10
-- where the power goes --
part | internal [mW] | switching [mW] | total [mW]
Clock | 0.195 | 0.238 | 0.434
Sequential | 0.891 | 0.0434 | 0.934
Combinational | 0.128 | 0.110 | 0.239
Power figures rest on the tool's default switching activity, not on a simulated workload.
